==> flow/design.v <==
module FilterBuffer(clk, rst, ld, row, col, in, out);
    input clk;
    input rst;
    input ld;
    input[1:0] row;
    input[1:0] col;
    input[31:0] in;
    output[7:0] out;
    reg[7:0] buffer[0:3][0:3];
    integer i, j;
    always @(posedge clk or posedge rst) begin
        if(rst) begin
            for(i = 0; i < 4; i = i + 1) begin
                for(j = 0; j < 4; j = j + 1) begin
                    buffer[i][j] = 8'b0;
                end
            end
        end
        else if(ld) begin
            buffer[row][0] = in[31:24];
            buffer[row][1] = in[23:16];
            buffer[row][2] = in[15:8];
            buffer[row][3] = in[7:0];
        end
    end
    assign out = buffer[row][col];
endmodule
==> flow/run.sh <==
#!/bin/bash
# OpenROAD 26Q1-2900-gdf79404cd8, Yosys 0.63+post, stock flow scripts
make -C /OpenROAD-flow-scripts/flow DESIGN_CONFIG=/design/flow/config.mk WORK_HOME=/design/flow/orfs finish
==> flow/config.mk <==
export PLATFORM = sky130hd
export DESIGN_NAME = FilterBuffer
export DESIGN_NICKNAME = FilterBuffer
export VERILOG_FILES = /design/flow/design.v
export SDC_FILE = /design/flow/constraint.sdc
export NUM_CORES = 4
export LEC_CHECK = 1
export CORE_UTILIZATION = 30
==> flow/constraint.sdc <==
current_design FilterBuffer

set clk_period 4.2
set clk_io_pct 0.2

create_clock -name clk0 -period $clk_period [get_ports {clk}]

set non_clock_inputs [all_inputs -no_clocks]
set_input_delay [expr $clk_period * $clk_io_pct] -clock clk0 $non_clock_inputs
set_output_delay [expr $clk_period * $clk_io_pct] -clock clk0 [all_outputs]
==> Slide: Implementation Results <==
Key Metrics from the Run

Clock network
  – Clk pin slew, worst setup/hold paths: 0.06 ns
  – Root Driver: clkbuf_16
  – CTS-repair resized insts: 0
  – H-tree depth: 4
  – CTS tree: built
  – Clk sinks: 128
  – Hold_buf cts: 0
  – TritonCTS Buffers: 17
  – Clk latency late pin: 0.42 ns
  – Clock Path Buffers: 2
  – # Post-CTS Setup Buffers: 0

Worst setup path
  – RR Startpoint: buffer[7][4]
  – Critical Path Source Type: input port
  – Worst EP arrival: 3.16 ns
  – Critical Path Sink Type: output pin
  – R2R depth: 1
  – Crit path from: row[0]
  – CP Data Required Time: 3.36 ns
  – Crit path to: out[5]
  – FF-to-FF End: buffer[7][4]
  – Register-to-register setup slack: 3.39 ns
  – CP max FO: 39
  – Critical path class: in2out

Yosys
  – Area of the mapped netlist: 6150 um^2
  – Avg Cell Area, Syn: 13.3 um^2
  – Async SR Flop Fraction: 100%
  – Register share after synthesis: 52.1%
  – #FFs+latches synth: 128
  – Post-synth EDFFs: 0
  – Synth cell types: 55
  – Mapped Cells: 463
  – Complex Gates by Area: 8.32%
  – Yosys warnings: 2
  – Prevailing post-synth register cell: dfrtp_1
  – Yosys xor share: 0%
  – Top non-seq family: multiplexers
  – Yosys simple share: 9.18%
  – Post-synthesis adder-cell area fraction: 0%
  – YS chip area: 6150 um^2
  – Mux cell area share: 27.0%
  – # Cells Yosys: 463

GRT
  – Global-route wire length before repair: 24.2 mm
  – Largest net degree at the start of global routing: 129
  – Grt total ovfl: 0
  – Vias in the first global route: 4170
  – Overall routing resource usage: 15.1%
  – Initial antenna violation count: 0

STA
  – Crit path time final: 4.00 ns
  – # setup viols final: 0
  – Achievable frequency: 250 MHz
  – Final Hold Vio Count: 0
  – Worst-Margin Slew: 0.818 ns
  – Clk_skew: 0 ns
  – Final Max Slew Viols: 0
  – Setup tns final: 0 ns
  – RSZ-0062 raised after global routing: false
  – Relative slew slack: 45.4%
  – Final period util: 95.2%
  – Worst Slack Setup Final: 0.204 ns

Route
  – Vias: 3998
  – Iteration-0 DRC Markers: 211
  – # diodes: 0
  – TritonRoute pass-1 iters: 4
  – Vias per cell: 5.04
  – # DRC: 0
  – Routed wire length: 14.8 mm
  – DRT antenna net count: 0
  – Avg WL per Cell: 18.7 um

Layout
  – Max reg flops: 128
  – Filler Cells Inserted: 1893
  – Synth-to-Final Area Change: 23.3%
  – Commonest cells after routing, fill and taps aside: dfrtp_1, mux2_2, mux2_1
  – Comb gate area: 2740 um^2
  – Most frequent logic cell in the layout: dfrtp_1
  – Share of layout cells above drive strength 1: 27.5%
  – Register area: 3200 um^2
  – Fin cells: 794

Floorplan
  – Starting Density: 30.5%
  – Die area: 21100 um^2
  – Number of cell rows: 52
  – Core area: 20200 um^2
  – Chip width: 145 um
  – Top Ports: 47
  – Die height: 145 um

Place
  – Worst slack, placed: 0.219 ns
  – Routability Congestion: 0.850
  – Port Buf Inserts: 46
  – HPWL Detailed: 9.88 mm
  – Cells after DPL: 762

Power
  – Leakage dissipation: 3.06 nW
  – Combinational power share: 14.6%
  – Pwr Density: 497 nW/um^2
  – Clock power frac: 43.2%
  – Maximum vdd drop: 0.000224 V
  – Flop pwr share: 42.2%
  – Internal power: 2.87 mW
  – Net Sw Frac: 23.8%
  – Reported net switching power: 0.897 mW

Run status
  – Status: complete, no violations

Worst hold path
  – Min-Delay Path Class: reg2reg

Job
  – Max-cap viol count: 0
  – Log Warnings: 27
[power by group through the flow]
stage,combinational (mW),sequential (mW),clock (mW)
4_1_cts,0.558,1.59,1.65
6_report,0.551,1.59,1.63
5_1_grt,0.603,1.62,1.71
[per-layer routing]
metal / track usage, % / routed length, um
met1: 22.9 / 6910
met5: 0 / 0
met4: 1.63 / 192
met2: 22.7 / 6760
met3: 4.37 / 945
[metrics by stage]
stage | util (%) | power, mW | cell area, um^2 | hold slack, ns
final | 37.6 | 3.77 | 7580 | 0.484
after global routing | 37.6 | 3.94 | 7580 | 0.507
after CTS | 37.6 | 3.80 | 7580 | 0.490
after detailed placement | 34.3 | 2.16 | 6920 | 0.477
after global placement | 34.3 | 2.14 | 6920 | 0.467
after floorplan | - | 1.95 | 6150 | 0.455
[logic make-up after synthesis]
kind of cell	Yosys count
buffers and inverters	36
AND-OR/OR-AND	70
flip-flops	128
AND/OR/NAND/NOR	82
multiplexers	147
[critical path: stages]
cell and delay (ns):
clkdlybuf4s50_1 0.53, buf_12 0.21, buf_4 0.23, mux2_2 0.35
nand4_1 0.09, o211ai_1 0.09, o32a_1 0.38, clkdlybuf4s50_1 0.42
[how the worst min path moves through the flow]
| stage | start | endpoint | slack (ns) | cells after the start |
|---|---|---|---|---|
| 4_1_cts | buffer[4][2] | buffer[4][2] | 0.49 | 1 |
| 5_1_grt | buffer[5][7] | buffer[5][7] | 0.51 | 1 |
| 6_report | buffer[5][7] | buffer[5][7] | 0.48 | 1 |
[cell usage after synthesis, drive strengths merged (2+ instances only)]
library cell | count | area, um^2
clkbuf | 3 | 11.3
or3b | 3 | 26.3
nand4 | 2 | 12.5
mux2i | 15 | 150
mux2 | 130 | 1460
nand3 | 8 | 40.0
a21o | 2 | 15.0
nor3b | 6 | 45.0
nand3b | 22 | 165
nor2 | 5 | 18.8
o21a | 2 | 15.0
nand2b | 3 | 18.8
a31oi | 5 | 31.3
a21oi | 12 | 60.1
a22o | 4 | 35.0
nand2 | 8 | 30.0
nor2b | 8 | 57.6
inv | 2 | 7.51
nor4bb | 3 | 30.0
and3 | 2 | 12.5
and2 | 2 | 12.5
o22ai | 2 | 12.5
mux4 | 2 | 45.0
o22a | 6 | 52.6
buf | 31 | 193
and4b | 2 | 20.0
o221ai | 2 | 17.5
o21ai | 6 | 30.0
a21boi | 5 | 37.5
dfrtp | 128 | 3200
a22oi | 8 | 60.1
o32a | 4 | 40.0
o211ai | 2 | 15.0
a2111oi | 4 | 35.0
[area by class of cell]
type                            count  area share, %
Inverter                            2          0.148
Multi-Input combinational cell    299           36.1
Clock buffer                       19           5.97
Clock inverter                     13           2.77
Timing Repair Buffer               63           8.28
Sequential cell                   128           42.2
Tap cell                          270           4.45
Power and IR drop assume default switching activity.
