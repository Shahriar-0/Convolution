[design/flow/run.sh]
#!/bin/bash
# OpenROAD 26Q1-2900-gdf79404cd8, Yosys 0.63+post, stock flow scripts
make -C /OpenROAD-flow-scripts/flow DESIGN_CONFIG=/design/flow/config.mk WORK_HOME=/design/flow/orfs finish
[design/flow/config.mk]
export PLATFORM = sky130hd
export DESIGN_NAME = Buffer_4_16
export DESIGN_NICKNAME = Buffer_4_16
export VERILOG_FILES = /design/flow/design.v
export SDC_FILE = /design/flow/constraint.sdc
export NUM_CORES = 4
export LEC_CHECK = 1
export CORE_UTILIZATION = 30
[design/flow/constraint.sdc]
current_design Buffer_4_16

set clk_period 23.4
set clk_io_pct 0.2

create_clock -name clk0 -period $clk_period [get_ports {clk}]

set non_clock_inputs [all_inputs -no_clocks]
set_input_delay [expr $clk_period * $clk_io_pct] -clock clk0 $non_clock_inputs
set_output_delay [expr $clk_period * $clk_io_pct] -clock clk0 [all_outputs]
[design/flow/design.v]
module Buffer_4_16(clk, rst, shiftEn, ld, row, col, tableIdx, in, out);
    input clk, rst, shiftEn, ld;
    input[1:0] row, col;
    input[3:0] tableIdx;
    input[31:0] in;
    output [127:0] out;
    reg[7:0] buffer[0:3][0:15];
    integer i, j;
    always @(posedge clk or posedge rst) begin
        if(rst) begin
            for(i = 0; i < 4; i = i + 1) begin
                for(j = 0; j < 16; j = j + 1) begin
                    buffer[i][j] = 8'b0;
                end
            end
        end
        else if(ld) begin
            buffer[row][{col[1:0], 2'b00}]     = in[31:24];
            buffer[row][{col[1:0], 2'b00} + 1] = in[23:16];
            buffer[row][{col[1:0], 2'b00} + 2] = in[15:8];
            buffer[row][{col[1:0], 2'b00} + 3] = in[7:0];
        end
        else if(shiftEn) begin
            for(j = 0; j < 16; j = j + 1) begin
                for(i = 0; i < 3; i = i + 1) 
                    buffer[i][j] = buffer[i + 1][j];
            end
        end
    end
    assign out = {buffer[0][tableIdx - 3], buffer[0][tableIdx - 2],
                  buffer[0][tableIdx - 1], buffer[0][tableIdx],
                  buffer[1][tableIdx - 3], buffer[1][tableIdx - 2],
                  buffer[1][tableIdx - 1], buffer[1][tableIdx],
                  buffer[2][tableIdx - 3], buffer[2][tableIdx - 2],
                  buffer[2][tableIdx - 1], buffer[2][tableIdx],
                  buffer[3][tableIdx - 3], buffer[3][tableIdx - 2],
                  buffer[3][tableIdx - 1], buffer[3][tableIdx]};
endmodule
==> run summary <==
impl run done, here's what came out: status=finished, final reports clean, Root Driver=clkbuf_16, RSZ-0062 raised after global routing=false, final critical-path required period=16080 ps, clock sink total=512, GPL Wtd Cong=1.14, H-tree levels=3, yosys stat chip area=38000 sq um, most instantiated logic cells after routing=nand2_1 (724), a22oi_1 (514), dfrtp_1 (512), buf_4 (313), nor2_1 (271), M2 GR Usage=73.1%, vias after detailed routing=49900, Yosys cell types=92, clk buf depth=3, CP Max Fanout=37, dominant logic cell type in the layout=nand2_1, Resized cells post-CTS=0, antenna violations before repair=52, vias in the first global route=46100, critical path capture point type=output pin, tool warning count=33, MaxCap Viol Count=0, final setup fails=0, total grt overflow=0, Yosys reg bits=512, # IOs=172, Net Sw Frac=48.0%, detailed-route wire length per cell=60.3 um, Tot GR Track Use=60.4%, Final Hold Viols=0, Slew @ Worst Pin=1140 ps, DRT Pass-1 Iters=12, DIE WIDTH=358 um, Port-buffer cells=171, Syn Inst Count=4563, Final Cycle Share=68.7%, DRT Wirelength=383 mm, pwr/cell area=89.7 nW/um^2, Reg power frac=43.4%, startpoint types=input port, kind of critical path=input port to output pin, ys async rst share=100%, GR peak layer=met1, max reg flops=512, Synth Area per Inst=8.32 sq um, CORE AREA=126000 sq um, clock share of power=27.2%, Core Util at FP=30.3%, HPWL after DPL=260 mm, Comb pwr share=29.4%, Int Pwr=2.08 mW, Pwr Total=4.00 mW, sw power=1.92 mW, CP arrival=11400 ps, Post-synth EDFFs=0, Clock Latency Late Sink=720 ps, met1 Use GR=73.6%, Die ar.=128000 sq um, Max-slew headroom=23.8%, # hold bufs at CTS=0, number of synthesis warnings=2, Die H=358 um, Setup Buffers After CTS=0, layout cell share with drive strength beyond 1=15.9%, first-pass GRT wire length=488 mm, CTS tree=done, area added between synthesis and finish=17.5%, post-route ant nets=0, clock-pin transition on the worst setup and hold timing paths=60 ps, Hold Crit Class=register to register, peak supply drop=0.0913 mV, final max-slew violation count=0, initial DRC count=8561, setup_tns=0 ps, met3 GRT Util=41.6%, Critical Path RT=18720 ps, clk_skew=35.1 ps, yosys cell count=4563, Cell Area, Synth=38000 sq um, Synth Seq Share=33.7%, largest net degree at the start of global routing=111, DRC=0, top_reg_cell synth=dfrtp_1, post-DR vias/cell=7.86, TritonCTS Buffers=67, Pleak=17.6 nW, Peak Freq=62.2 MHz, row count=130
## kinds of logic after synthesis
family | count (synthesis) | share of synthesized area [%]
AND-OR/OR-AND | 1670 | 31.8
XOR/XNOR | 6 | 0.257
adder cells (fa/ha/maj) | 3 | 0.0988
buffers and inverters | 539 | 6.27
flip-flops | 512 | 33.7
multiplexers | 401 | 11.4
AND/OR/NAND/NOR | 1432 | 16.5
## layer usage
layer,part of all wire [%],vias to the layer above
li1,-,17600
met1,37,25100
met2,37,5392
met4,9.2,31
met5,0.24,-
met3,17,1751
## metrics by stage
step	area, sq um	util, %	setup slack [ps]	cells	hold WS (ps)
floorplan	38000	-	4420	4563	490
finish	44600	35.5	7320	6351	488
global route	44500	35.5	7640	6310	509
CTS	44500	35.4	7700	6294	483
detailed placement	42300	33.7	7730	6175	468
global placement	42300	33.7	7800	6175	469
## path summary, 6_finish.rpt
kind                                    start       endpoint  slack (ps)  cells after the start
worst max register to register  buffer[34][1]  buffer[34][1]       21980                      4
min in group asynchronous                 rst  buffer[63][7]        4460                      2
worst max-delay path              tableIdx[1]        out[81]        7320                     15
worst min-delay path            buffer[34][3]  buffer[34][3]         490                      2
worst min register to register  buffer[34][3]  buffer[34][3]         490                      2
max in group asynchronous                 rst  buffer[27][3]       16220                      5
## final cells by class
cell class	instances	area, sq um
antenna	57	143
clock buffer	94	1910
clock inverter	25	280
fill	12900	81000
inverter	19	81.3
multi-input combinational	3512	23300
sequential	512	12800
tap	1650	2060
timing repair buffer	482	4060
## Yosys cell counts (all sizes together) (21+ instances only)
| cell type | count | area share (%) |
|---|---|---|
| a211oi | 27 | 0.56 |
| nor2 | 344 | 3.5 |
| a32oi | 21 | 0.48 |
| a31oi | 32 | 0.53 |
| and3 | 32 | 0.53 |
| mux2i | 214 | 5.6 |
| nand2 | 731 | 7.2 |
| mux2 | 181 | 5.4 |
| a221oi | 135 | 3.1 |
| o22ai | 118 | 1.9 |
| a22oi | 514 | 10 |
| nor2b | 26 | 0.43 |
| dfrtp | 512 | 34 |
| a221o | 21 | 0.55 |
| o21ai | 189 | 2.5 |
| nand4 | 68 | 1.1 |
| nor3 | 36 | 0.52 |
| buf | 219 | 3.1 |
| a21oi | 266 | 3.5 |
| a222oi | 101 | 2.7 |
| nand3 | 101 | 1.3 |
| clkbuf | 301 | 3.0 |
| a2111oi | 29 | 0.67 |
| a22o | 105 | 2.4 |
## power by group through the flow
stage	clock (mW)	combinational (mW)	sequential, mW
after CTS	1.09	1.10	1.66
after global routing	1.12	1.19	1.69
final	1.09	1.18	1.74
## worst max-delay path: stages
cell and delay, ps:
buf_4 480, clkinv_1 750, buf_4 460, ha_4 670, buf_4 570, buf_4 640
nand3b_1 210, buf_4 520, nor2_1 190, buf_4 340, a22oi_1 190, nand3_1 100
a2111oi_0 490, nand3_1 360, clkdlybuf4s50_1 540
Power figures rest on the tool's default switching activity, not on a simulated workload.
