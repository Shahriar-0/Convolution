==> run.sh <==
#!/bin/bash
# OpenROAD 26Q1-2900-gdf79404cd8, Yosys 0.63+post, stock flow scripts
make -C /OpenROAD-flow-scripts/flow DESIGN_CONFIG=/design/flow/config.mk WORK_HOME=/design/flow/orfs finish
==> config.mk <==
export PLATFORM = sky130hd
export DESIGN_NAME = TableBuffer
export DESIGN_NICKNAME = TableBuffer
export VERILOG_FILES = /design/flow/design.v
export SDC_FILE = /design/flow/constraint.sdc
export NUM_CORES = 4
export LEC_CHECK = 1
export CORE_UTILIZATION = 30
==> constraint.sdc <==
current_design TableBuffer

set clk_period 4.2
set clk_io_pct 0.2

create_clock -name clk0 -period $clk_period [get_ports {clk}]

set non_clock_inputs [all_inputs -no_clocks]
set_input_delay [expr $clk_period * $clk_io_pct] -clock clk0 $non_clock_inputs
set_output_delay [expr $clk_period * $clk_io_pct] -clock clk0 [all_outputs]
==> design.v <==
module TableBuffer (clk, rst, ld, row, col, in, out);
    input clk;
    input rst;
    input ld;
    input[1:0] row;
    input[1:0] col;
    input[127:0] in;
    output[7:0] out;
    reg[7:0] buffer[0:3][0:3];
    integer i, j;
    always @(posedge clk or posedge rst) begin
        if(rst) begin
            for(i = 0; i < 4; i = i + 1) begin
                for(j = 0; j < 4; j = j + 1) begin
                    buffer[i][j] = 8'b0;
                end
            end
        end
        else if(ld) begin
            {buffer[0][0], buffer[0][1], buffer[0][2],
            buffer[0][3], buffer[1][0], buffer[1][1],
            buffer[1][2], buffer[1][3], buffer[2][0],
            buffer[2][1], buffer[2][2], buffer[2][3],
            buffer[3][0], buffer[3][1], buffer[3][2],
            buffer[3][3]} = in;
        end
    end
    assign out = buffer[row][col];
endmodule
==> impl_metrics.csv <==
group,metric,value,unit
synth,synth.distinct_cells,46,
synth,yosys_cells,477,
cells_and_area,drive_gt1_frac,0.278,
drt,route.met3.wl,1.66,mm
clock_network,post_cts_buffers,0,
cells_and_area,largest_reg_flops,128,
drt,wl_met2,7.25,mm
global_routing,grt_max_degree,129,
cells_and_area,nFillCells,1775,
sta,period_minus_slack,4.04,ns
floorplanning,core,19600,sq um
clock_network,cts_buffer_depth,2,
global_routing,grt_overflow,0,
worst_hold_path,hp-class,"flip-flop to flip-flop",
sta,setup-violations-final,0,
sta,worst_slew_pin_slew,0.689,ns
drt,drt_wl_total,16.2,mm
floorplanning,dieWidth,144,um
critical_path,crit_fanout,25,
drt,num_vias,4376,
synth,synth_area_per_cell,12.7,sq um
cells_and_area,area_delta_synth_final,39.5,%
synth,synth_seq_share,0.530,
clock_network,cts_buffers,17,
critical_path,cp-end-kind,"primary output",
drt,drc_errors,0,
sta,rsz0062_at_grt,"false",
clock_network,htree_levels,4,
sta,hold_viol,0,
global_routing,grt_pass1_vias,4607,
sta,finalMaxSlewViolations,0,
drt,maxUsedRoutingLayer,"met4",
clock_network,root_buffer,"clkbuf_16",
drt,ant_nets,0,
clock_network,clock_latency,0.41,ns
drt,wl_met1,7.14,mm
clock_network,cts_tree,"done",
sta,fin_setup_tns,0,ns
sta,fmax,247,MHz
synth,synth_warnings,2,
job,drv_cap,0,
synth,largest_area_cell,"dfrtp_1",
synth,area_leaders,"dfrtp_1, mux2_2, mux2i_1, a22oi_1, o2bb2ai_1",
run_status,outcome,"finished clean",
global_routing,grt_pass1_wl,25.4,mm
job,tool_warnings,27,
drt,firstDrtPassIters,4,
critical_path,required,3.36,ns
place,gp_congestion,0.915,
synth,synth-edff-count,0,
pwr,ir_worst_vdd,0.312,mV
synth,synth.top_cell.area_share,0.530,
synth,ys.flops,128,
clock_network,clkTransAtPathRegs,0.06,ns
critical_path,critPathArrivalTime,3.20,ns
sta,fin_worst_skew,0,ns
pwr,p_per_area,427,nW/um^2
sta,finalClockPeriodUsage,0.962,
floorplanning,pin_count,143,
sta,relSlewSlack,0.541,
synth,async_flop_share,1.00,
floorplanning,rows,51,
drt,avgViaCountPerCell,4.89,
place,portBuffers,142,
synth,synth_cells,477,
critical_path,path_class,"primary input to primary output",
global_routing,antenna_found_initial,1,
floorplanning,chipArea,20700,sq um
critical_path,startpoint_type,"primary input",
clock_network,cts_sinks,128,
synth,synth_area,6040,sq um
floorplanning,fp_util,0.308,
drt,wl_per_cell,18.1,um
drt,num_antenna_cells,0,
floorplanning,die_height,144,um
synth,synthFlopType,"dfrtp_1",
global_routing,grt_usage,0.170,
place,dp_hpwl,11.9,mm
pwr,p_leak,3.40,nW
drt,drtIter0Drc,190,
synth,ys_area,6040,sq um
sta,worst_hold_slack,0.506,ns
[timing repair]
item | in CTS | in global routing
hold buffers | 0 | 0
resized | 0 | 3
endpoints found under the hold margin | 0 | 0
endpoints found under the setup margin | 0 | 1
[cell families (layout without fill, tap and decap cells)]
| family | after synthesis | count (layout) | share of synthesized area |
|---|---|---|---|
| buffers and inverters | 48 | 200 | 0.0375 |
| and+or+nand+nor | 76 | 76 | 0.0756 |
| muxes | 135 | 135 | 0.249 |
| DFF | 128 | 128 | 0.530 |
| AOI/OAI and AO/OA | 90 | 90 | 0.108 |
[stage by stage]
stage	power [mW]	setup WS (ns)	cell area, sq um	utilization	std cells
after CTS	3.64	0.0896	8420	0.430	894
after global routing	3.76	0.0495	8430	0.430	894
after detailed placement	1.96	0.117	7750	0.396	862
after global placement	1.95	0.161	7750	0.396	862
final	3.60	0.158	8430	0.430	894
after floorplan	1.70	1.39	6040	-	477
[path summary, 6_finish.rpt]
check	start	to	slack, ns	depth (start not counted)
min in group asynchronous	rst	buffer[3][0]$_DFFE_PP0P_	0.95	3
setup reg to reg	buffer[8][6]$_DFFE_PP0P_	buffer[8][6]$_DFFE_PP0P_	3.41	1
hold / removal	buffer[3][4]$_DFFE_PP0P_	buffer[3][4]$_DFFE_PP0P_	0.51	1
hold reg to reg	buffer[3][4]$_DFFE_PP0P_	buffer[3][4]$_DFFE_PP0P_	0.51	1
setup / recovery	row[0]	out[0]	0.16	7
max in group asynchronous	rst	buffer[12][3]$_DFFE_PP0P_	2.72	3
[layout make-up]
cell class / instances / area (sq um) / share of cell area
Clock buffer: 18 / 429 / 0.0509
Clock inverter: 14 / 239 / 0.0284
Inverter: 11 / 45.0 / 0.00534
Multi-Input combinational cell: 301 / 2620 / 0.311
Sequential cell: 128 / 3200 / 0.380
Tap cell: 265 / 332 / 0.0393
Timing Repair Buffer: 157 / 1560 / 0.185
[synthesized netlist by cell type (all sizes together) (5+ instances only)]
cell / instances
a21oi: 14
a22oi: 13
buf: 18
clkbuf: 19
dfrtp: 128
inv: 11
mux2: 120
mux2i: 15
nand2: 21
nand2b: 5
nor2: 9
nor2b: 9
o21ai: 17
o22ai: 6
o2bb2ai: 11
o32a: 8
[layout by cell type (no fill, tap or decap), types with 2 or more instances in the layout]
master,count
o2bb2ai_1,11
or4bb_1,3
or3b_2,2
and3b_1,2
a22oi_1,13
o22ai_1,6
o21ai_0,17
bufinv_16,6
a2111o_1,4
mux2i_1,15
dfrtp_1,128
clkdlybuf4s50_1,139
clkinvlp_4,4
nor2_1,9
and3_1,4
buf_12,3
clkinv_2,2
o32ai_1,3
mux2_2,120
clkinv_4,3
o32a_1,8
nand2_1,21
nand4b_1,4
nor2b_1,8
nor3b_1,3
nand3_1,3
buf_4,12
nand3b_1,3
inv_1,10
a32oi_1,3
a31oi_1,2
a21oi_1,14
a22o_1,2
or3_1,2
buf_2,2
nand4_1,2
clkbuf_16,17
nand2b_1,5
[report_power, final]
| group | leakage [nW] | internal (mW) | total (mW) | switching, mW |
|---|---|---|---|---|
| combinational | 1.59 | 0.308 | 0.509 | 0.201 |
| sequential | 1.50 | 1.36 | 1.43 | 0.0711 |
| clock | 0.316 | 1.11 | 1.66 | 0.546 |
[critical path: stages]
cell and delay [ns]:
clkdlybuf4s50_1 0.53, buf_6 0.23, nand2b_1 0.26, o2bb2ai_1 0.12, a2111o_1 0.49, o32a_1 0.33, clkdlybuf4s50_1 0.41
[routing by layer]
metal	GRT usage	vias to the layer above
met2	0.255	172
li1	-	2043
met1	0.244	2149
met4	0.0179	0
met3	0.0699	12
met5	0	-
No activity file was given, so power comes from the tool's default toggle rates.
